File: ./config.mk
export PLATFORM = sky130hd
export DESIGN_NAME = mem_align
export DESIGN_NICKNAME = mem_align
export VERILOG_FILES = /design/flow/design.v
export SDC_FILE = /design/flow/constraint.sdc
export NUM_CORES = 4
export LEC_CHECK = 1
export CORE_AREA = 10 10 82 82
export DIE_AREA = 0 0 92 92
File: ./design.v
module mem_align(
    input [31:0] reg_out,
    input [1:0] wr_size,
    input [31:0] mem_data,
    input [1:0] off,
    output reg [31:0] out
);
    always@(*) begin
        case({off, wr_size})
            4'b0000: out <= mem_data;
            4'b0001: out <= {reg_out[31:8], mem_data[7:0]};
            4'b0010: out <= {reg_out[31:16], mem_data[15:0]};
            4'b0011: out <= {reg_out[31:24], mem_data[23:0]};
            4'b0100: out <= {mem_data[23:0], reg_out[7:0]};
            4'b0111: out <= {mem_data[23:0], reg_out[7:0]};
            4'b0110: out <= {reg_out[31:24], mem_data[15:0], reg_out[7:0]};
            4'b0101: out <= {reg_out[31:16], mem_data[7:0], reg_out[7:0]};
            4'b1000: out <= {mem_data[15:0], reg_out[15:0]};
            4'b1010: out <= {mem_data[15:0], reg_out[15:0]};
            4'b1011: out <= {mem_data[15:0], reg_out[15:0]};
            4'b1001: out <= {reg_out[31:24], mem_data[7:0], reg_out[15:0]};
            4'b1100: out <= {mem_data[7:0], reg_out[23:0]};
            4'b1101: out <= {mem_data[7:0], reg_out[23:0]};
            4'b1110: out <= {mem_data[7:0], reg_out[23:0]};
            4'b1111: out <= {mem_data[7:0], reg_out[23:0]};
        endcase
    end
endmodule
File: ./constraint.sdc
current_design mem_align

set clk_period 3.1
set clk_io_pct 0.2

create_clock -name clk0 -period $clk_period

set non_clock_inputs [all_inputs -no_clocks]
set_input_delay [expr $clk_period * $clk_io_pct] -clock clk0 $non_clock_inputs
set_output_delay [expr $clk_period * $clk_io_pct] -clock clk0 [all_outputs]
File: ./run.sh
#!/bin/bash
# OpenROAD 26Q1-2900-gdf79404cd8, Yosys 0.63+post, stock flow scripts
make -C /OpenROAD-flow-scripts/flow DESIGN_CONFIG=/design/flow/config.mk WORK_HOME=/design/flow/orfs finish
==> out/qor.yml <==
whs_ps: 2062
min_period_ps: 2809
area_leaders: "mux2_2 15%, a221oi_2 9.9%, a22oi_1 9.3%"
drive_gt1_frac: 0.2528
initCoreUtil: 0.2392
place_congestion: 0.7854
syn_avg_cell_area_um2: 7.681
worst_slew_pin_slew_ps: 418.9
hold_violations: 0
maxCapViolations: 0
synthToLayoutAreaGrowth_pct: 101.3
dieHeight_um: 92
finalClockPeriodUsage: 0.9063
wire_per_inst_um: 17.60
chip_area_mm2: 0.008464
ioPinCount: 100
crit_slowest_cell: "clkdlybuf4s50_1"
fill_cells: 508
top_area_cell: "mux2_2"
worstSetupStartpointType: "primary input"
fin_ws_ps: 290.6
status: "completed"
path_max_fanout: 3
core_area_mm2: 0.005075
diodes: 0
post-route-drc-count: 0
p_leak_nw: 0.8906
rsz0062_at_grt: "false"
worstPathRequired_ps: 2480
grt_pass1_vias: 1703
cp_data_arrival_time_ps: 2190
cp_top_family: "buffers and inverters"
worst-path-buf-inv: 2
yosysUniqueCellTypes: 34
rows: 26
first_pass_iters: 4
die_w_um: 92
synthCells: 158
finalMaxSlewViolations: 0
seq_area_um2: 0
vias: 1664
synth-warning-count: 1
p_total_w: 0.0003725
n_sequential_cell: 0
viasPerCell: 4.967
drt_iter0_markers: 89
syn_area_mm2: 0.001214
worstHoldStart: "off[1]"
critPathCaptureType: "output pin"
use_met2: 0.1965
ys_area_mm2: 0.001214
antenna_found_initial: 0
wirelength_um: 5896
cts_setup_buffers: 0
crit_chain: "clkdlybuf4s50_1 -> nor2b_1 -> a22oi_2 -> a21oi_1 -> a22o_1 -> clkdlybuf4s50_1"
power_density_mw_per_mm2: 152.4
clkbuf_count: 0
setup.worst_path.class: "primary input to output pin"
ys_cells: 158
grt.total_usage: 0.1334
dp_hpwl_um: 4912
min_to: "out[19]"
crit_start: "mem_data[13]"
drtAntennaViolNets: 0
grt_max_degree: 32
max_clock_freq_mhz: 355.9
peakVddDrop_mv: 0.06048
finalSetupViolations: 0
grt_first_pass_wirelength_um: 9404
slew-limit-headroom: 0.7204
gr-usage-met3: 0.03871
warnings: 32
crit_path_frequent_cell: "clkdlybuf4s50_1"
grt-busiest-layer: "met1"
post-place-ws_ps: -137.5
grt_overflow: 0
ys_seq_frac: 0
min_path_cells: 3
hp-class: "primary input to output pin"
grt.met1_usage: 0.1986
postLayoutCoreUtil: 0.4815
io_buffers: 100
synthDominantCellAreaShare: 0.1485
max_stage_delay_ps: 520
-- per-layer routing --
layer,part of all wire,wire (µm)
met4,0,0
met1,0.49,2860
met3,0.079,466
met2,0.44,2569
met5,0,0
-- cells in the final DEF (no fill, tap or decap) --
| cell | instances |
|---|---|
| a21boi_4 | 1 |
| a21oi_1 | 10 |
| a221o_1 | 7 |
| a221oi_2 | 8 |
| a221oi_4 | 1 |
| a22o_1 | 7 |
| a22oi_1 | 10 |
| a22oi_2 | 5 |
| a32o_1 | 8 |
| and2_2 | 1 |
| and3_1 | 1 |
| buf_12 | 2 |
| buf_2 | 2 |
| buf_4 | 23 |
| clkdlybuf4s50_1 | 96 |
| dlymetal6s2s_1 | 2 |
| mux2_2 | 16 |
| nand2_1 | 10 |
| nand2_2 | 1 |
| nand2b_1 | 10 |
| nand3_1 | 1 |
| nand4b_1 | 1 |
| nor2_1 | 1 |
| nor2_2 | 2 |
| nor2_4 | 1 |
| nor2b_1 | 8 |
| nor2b_2 | 1 |
| nor3b_1 | 1 |
| nor4_1 | 7 |
| nor4_2 | 1 |
| o211a_1 | 1 |
| o21ai_0 | 7 |
| o21ai_1 | 9 |
| o21bai_2 | 1 |
| o41ai_1 | 1 |
| or2_4 | 1 |
-- layout make-up --
cell class	count	area, µm²	share of cell area
well taps	70	87.58	0.03584
repair buffers	125	1209	0.4946
multi-input cells	140	1147	0.4695
-- cells by family after synthesis --
| group | Yosys count | synth area share |
|---|---|---|
| AOI/OAI and AO/OA | 76 | 0.5351 |
| and+or+nand+nor | 48 | 0.2289 |
| buffers and inverters | 18 | 0.08762 |
| muxes | 16 | 0.1485 |
-- per-stage QoR --
step | cells | setup TNS, ps | instance area, µm²
6_report | 335 | 0 | 2444
5_1_grt | 335 | 0 | 2444
4_1_cts | 335 | 0 | 2410
3_5_place_dp | 335 | -939.4 | 2399
3_3_place_gp | 335 | -704.6 | 2399
2_1_floorplan | 158 | 0 | 1214
-- repair_timing --
action / in CTS / in global routing
resized: 4 / 8
hold buffers: 0 / 0
pin swaps: 0 / 2
setup endpoints to repair: 14 / 24
hold endpoints to repair: 0 / 0
-- how the worst max path moves through the flow --
stage                 slack (ps)  endpoint  depth (start not counted)
after CTS                      1   out[28]                          7
after global routing         160   out[31]                          6
final                        290   out[29]                          6
-- cells in the mapped netlist, drive strengths merged --
cell type and number:
a21oi 10, nand2b 10, a21boi 1, a221oi 9
nand4b 1, o21ai 16, or2 1, nand3 1
nor2b 9, mux2 16, a22o 7, and2 1
nor3b 1, clkbuf 4, nand2 11, a22oi 15
o41ai 1, and3 1, a221o 7, nor4 8
o211a 1, nor2 4, a32o 8, buf 14
o21bai 1
-- power breakdown --
group	switching (W)	internal, W
combinational	0.000132	0.000241
sequential	0	0
clock	0	0
total	0.000132	0.000241
Power figures rest on the tool's default switching activity, not on a simulated workload.
